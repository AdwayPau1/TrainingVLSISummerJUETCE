==> design/flow/design.v <==
module universal_shift_reg(
input clk, rst_n,
input [1:0] select,  
input [3:0] p_din,  
input s_left_din,
input s_right_din,  
output reg [3:0] p_dout,  
output s_left_dout,  
output s_right_dout  
);
always@(posedge clk) begin
if(!rst_n) p_dout <= 0;
else begin
case(select)
2'h1: p_dout <= {s_right_din,p_dout[3:1]};  
2'h2: p_dout <= {p_dout[2:0],s_left_din};  
2'h3: p_dout <= p_din;  
default: p_dout <= p_dout;  
endcase
end
end
assign s_left_dout = p_dout[0];
assign s_right_dout = p_dout[3];
endmodule
==> design/flow/run.sh <==
#!/bin/bash
# OpenROAD 26Q1-2900-gdf79404cd8, Yosys 0.63+post, stock flow scripts
make -C /OpenROAD-flow-scripts/flow DESIGN_CONFIG=/design/flow/config.mk WORK_HOME=/design/flow/orfs finish
==> design/flow/config.mk <==
export PLATFORM = sky130hd
export DESIGN_NAME = universal_shift_reg
export DESIGN_NICKNAME = universal_shift_reg
export VERILOG_FILES = /design/flow/design.v
export SDC_FILE = /design/flow/constraint.sdc
export NUM_CORES = 4
export LEC_CHECK = 1
export CORE_AREA = 10 10 70 70
export DIE_AREA = 0 0 80 80
==> design/flow/constraint.sdc <==
current_design universal_shift_reg

set clk_period 1.0
set clk_io_pct 0.2

create_clock -name clk0 -period $clk_period [get_ports {clk}]

set non_clock_inputs [all_inputs -no_clocks]
set_input_delay [expr $clk_period * $clk_io_pct] -clock clk0 $non_clock_inputs
set_output_delay [expr $clk_period * $clk_io_pct] -clock clk0 [all_outputs]
==> summary.txt <==
Results of the flow run.

After floorplanning, the die was sized to cover 0.006400 mm^2. The largest stage delay on the critical path stands at 0.31 ns. Setup slack on the worst reg-to-reg path comes out at between 0.1 and 0.15 ns. The routed length on met2 stands at slightly above 300 um. The HPWL after detailed placement stands at 597.5 um.

Dividing the detail-routed via count by the number of cells gives between 2 and 3. The mean instance size in the synthesized netlist stands at between 10 and 15 um^2. The largest individual stage delay along the critical path comes from the cell sky130_fd_sc_hd__dfxtp_2. The power report attributes to the clock group a share of 0.388. The startpoint identified for the worst register-to-register timing path is p_dout[3]$_SDFFE_PN0P_. The initial antenna violation count stands at 0. The diode insertion count for antenna repair stands at 0. Summing over every cut layer, the via total after detailed routing is around 250.

The static leakage power stands at between 0.2 and 0.25 nW. The row count stands at 21. In the final layout, the registers with the most flip-flops are p_dout: 4 flops. The number of routed nets with antenna violations stands at 0.

The number of stages on the worst hold path stands at 4. The number of levels in the clock H-tree stands at 1. The flip-flop count of the largest register after layout stands at 4.

The critical path maximum fanout is 2. The run finished with clean final reports. Per STA, the worst path accumulates the most delay in the family flip-flops. The worst IR drop on VDD stands at approximately 200 uV. The post-synth area from yosys stat stands at approximately 220 um^2. The number of buffers created by CTS stands at 3. The highest clock rate this design can be run at is approximately 1000 MHz. The total track usage stands at 0.02203. The total chip power stands at 0.0005023 W.

The routed metal-1 wirelength stands at between 300 and 400 um. The routed wire length stands at between 700 and 800 um. The count of pins over their slew limit stands at 0. Walking the worst path, the cells encountered are dlygate4sd2_1. According to the I/O placement log, the pin count is 16. The number of buffers on the longest clock path stands at 2. The die height stands at around 80 um. The part of the power in combinational logic stands at 0.257. The post-synthesis instance area stands at 221.5 um^2.

The area growth from synthesis to layout is 119.2%. The congestion estimate from routability-driven global placement came to about 0.75. STA reports the tightest min-delay check as being of type in -> reg. The buffer_ports step reported a buffer count of 15. The tally of unique sky130hd cells used after synthesis stands at 7. STA classifies the critical path startpoint as a register. In the final layout, the share of cells above drive strength 1 is 0.3721. The most common cell in the synthesized netlist is sky130_fd_sc_hd__mux2i_1.

For this design the ratio of total power to cell area is 1035 mW/mm^2. Signal nets in the final route climb as high as met4. The post-route DRC violation count stands at 0.

Looking at the cell usage after synthesis, the top flip-flop cell is sky130_fd_sc_hd__dfxtp_1. The share of the synthesized area in the top cell type stands at 0.3616. After synthesis, the share of flip-flops with an asynchronous set or reset is 0. STA puts the critical path data required time at approximately 0.8 ns. The launch point of the worst min-delay path is recorded as select[1]. The power report puts the net switching power at 0.0001044 W. The capture point of the worst register-to-register path is recorded as p_dout[3]$_SDFFE_PN0P_. In this run, the number of DRC markers left after iteration 0 of detailed routing was 9. The final report gives the core utilization as 0.1421.

Internal power comes to 0.0003979 W. The total setup violations reported at the end of the flow stands at 0. The total met3 wirelength after detailed routing stands at ~73 um. Entering global routing, the biggest net connects 9 pins. Warnings reported by Yosys during synthesis add up to 1. The pin closest to its max-slew limit shows a slew of roughly 0.13 ns.

The biggest area contributor in the post-synthesis netlist is sky130_fd_sc_hd__dfxtp_1. In the post-synthesis netlist, the biggest area contributors are sky130_fd_sc_hd__dfxtp_1 36%, sky130_fd_sc_hd__mux2i_1 36%, sky130_fd_sc_hd__o22ai_1 11%, sky130_fd_sc_hd__buf_4 6.8%, sky130_fd_sc_hd__buf_6 5.1%. The die width stands at approximately 80 um. STA classifies the critical path endpoint as an output port. Of the synthesized area, sequential elements account for 0.3616. The number of instances in the synthesized netlist stands at 21. The worst relative slew slack stands at 0.9097. The tree built by TritonCTS fans out to 4 sinks. TritonCTS built the clock tree. The clock arrives with 0.001375 ns of skew. The switching portion of total power stands at 0.2078. The final period demand of the worst path stands at 0.9688 ns. On the worst setup and hold paths after CTS, the clock-pin slew comes to ~0.040 ns. The length of the first detailed-routing pass in iterations stands at 2. The via count of the first global-routing pass stands at roughly 280.

The path with the worst hold slack has its endpoint at p_dout[0]$_SDFFE_PN0P_. The cell count in the Yosys report stands at 21. Dividing the final minimum period by the clock period gives 0.9688. The count of library flops with an enable pin stands at 0. Dividing the detail-routed wire length by the instance count gives between 7 and 8 um. Setup repair after global routing left no endpoint under its margin. The core utilization at floorplan stands at 0.06484. The setup path with the least slack is of type reg -> out.

The power report attributes to the sequential group a share of 0.355. The number of hold violations in the final report stands at 0. The first-pass GRT wire length stands at between 1000 and 1500 um. By count the netlist is led by 8 x sky130_fd_sc_hd__mux2i_1, 4 x sky130_fd_sc_hd__dfxtp_1, 4 x sky130_fd_sc_hd__o22ai_1, 2 x sky130_fd_sc_hd__buf_4. More flip-flops sit in one register than any other, and that register is p_dout. Along the critical path, the tally of buffer and inverter instances is 1. On the critical path the data arrives at roughly 0.77 ns. The synthesis-stage register bit count stands at 4. The root buffer cell chosen for the clock tree is sky130_fd_sc_hd__clkbuf_4. At the later pin of the worst-skew pair, clock insertion delay measures 0.23 ns. The tool warning count stands at 25. The core region is 0.003416 mm^2. The global route stage reports its total congestion overflow as 0.

The worst register-to-register path depth is 4. The tally of max-capacitance violations stands at 0.
## cells by family (layout without fill, tap and decap cells)
logic type	count (synthesis)	count (layout)	share of synthesized area
compound gates	4	4	0.1130
mux	8	8	0.3616
simple gates	2	2	0.04520
buf+inv	3	25	0.1186
flops	4	4	0.3616
## cells in the final DEF (no fill, tap or decap)
master                            count
sky130_fd_sc_hd__buf_2                2
sky130_fd_sc_hd__o22ai_1              4
sky130_fd_sc_hd__nand2b_1             1
sky130_fd_sc_hd__clkdlybuf4s50_1      8
sky130_fd_sc_hd__mux2i_1              8
sky130_fd_sc_hd__buf_6                1
sky130_fd_sc_hd__clkdlybuf4s15_1      2
sky130_fd_sc_hd__dfxtp_2              4
sky130_fd_sc_hd__dlygate4sd2_1        3
sky130_fd_sc_hd__clkbuf_4             3
sky130_fd_sc_hd__buf_12               1
sky130_fd_sc_hd__buf_4                5
sky130_fd_sc_hd__nand2_1              1
## routing by layer
metal	up-vias	global-route usage
met1	109	0.02602
met5	-	0
li1	123	-
met2	12	0.03451
met4	0	0.01232
met3	2	0.006818
## metrics by stage
step	hold slack, ns	worst slack [ns]	instances	TNS [ns]	instance area (um^2)
floorplan	0.3735	0.2986	21	0	221.5
global placement	0.6338	-0.2557	84	-1.001	452.9
detailed placement	0.6392	-0.2474	84	-1.019	452.9
CTS	0.5608	0.009496	89	0	483.0
global route	0.6240	0.0005616	89	0	485.5
finish	0.5676	0.03116	89	0	485.5
## power groups by stage
stage	combinational, W	sequential [W]	clock, W
finish	0.000129	0.000178	0.000195
global route	0.000142	0.000180	0.000209
CTS	0.000130	0.000178	0.000208
## worst max-delay path by stage
| stage | to | from | depth (start not counted) | slack, ns |
|---|---|---|---|---|
| 6_report | s_right_dout | p_dout[3]$_SDFFE_PN0P_ | 1 | 0.03 |
| 5_1_grt | p_dout[2] | p_dout[2]$_SDFFE_PN0P_ | 1 | 0.0006 |
| 4_1_cts | p_dout[2] | p_dout[2]$_SDFFE_PN0P_ | 1 | 0.009 |
## area by class of cell
class	count	area (um^2)
well taps	46	57.56
clock buffers	3	22.52
flip-flops and latches	4	85.08
multi-input cells	14	115.1
fillers	390	2930
repair buffers	22	205.2
## what timing repair did
action                     in CTS  in global routing
setup endpoints to repair      10                  2
setup buffers                   2                  0
pin swaps                       0                  0
resized                        16                  2
hold buffers                    0                  0
Power figures rest on the tool's default switching activity, not on a simulated workload.
