File: design/flow/design.v
module JK_flipflop (
input clk, rst_n,
input j,k,
output reg q, q_bar
);
always@(posedge clk or negedge rst_n) begin  
if(!rst_n) q <= 0;
else begin
case({j,k})
2'b00: q <= q;
2'b01: q <= 1'b0;  
2'b10: q <= 1'b1;  
2'b11: q <= ~q;
endcase
end
end
assign q_bar = ~q;
endmodule
module updown_selector(input q, q_bar, input up, output nclk);
assign nclk = up?q_bar:q;
endmodule
module asynchronous_counter #(parameter SIZE=4)(
input clk, rst_n,
input j, k,
input up,
output [3:0] q, q_bar
);
wire [3:0] nclk;
genvar g;
JK_flipflop jk0(clk, rst_n, j, k, q[0], q_bar[0]);
generate
for(g = 1; g<SIZE; g++) begin
updown_selector ud1(q[g-1], q_bar[g-1], up, nclk[g-1]);
JK_flipflop jk1(nclk[g-1], rst_n, j, k, q[g], q_bar[g]);
end
endgenerate
endmodule
File: design/flow/run.sh
#!/bin/bash
# OpenROAD 26Q1-2900-gdf79404cd8, Yosys 0.63+post, stock flow scripts
make -C /OpenROAD-flow-scripts/flow DESIGN_CONFIG=/design/flow/config.mk WORK_HOME=/design/flow/orfs finish
File: design/flow/config.mk
export PLATFORM = sky130hd
export DESIGN_NAME = asynchronous_counter
export DESIGN_NICKNAME = asynchronous_counter
export VERILOG_FILES = /design/flow/design.v
export SDC_FILE = /design/flow/constraint.sdc
export NUM_CORES = 4
export LEC_CHECK = 1
export CORE_AREA = 10 10 70 70
export DIE_AREA = 0 0 80 80
File: design/flow/constraint.sdc
current_design asynchronous_counter

set clk_period 1.0
set clk_io_pct 0.2

create_clock -name clk0 -period $clk_period [get_ports {clk}]

set non_clock_inputs [all_inputs -no_clocks]
set_input_delay [expr $clk_period * $clk_io_pct] -clock clk0 $non_clock_inputs
set_output_delay [expr $clk_period * $clk_io_pct] -clock clk0 [all_outputs]
==> reports/summary.rpt <==
SYNTH
-------------------------------------------------------------------------------
# Cells Yosys                                                                27
Cell Type Count                                                               6
Chip area from the yosys synthesis statistics                         236.5 um2
Post-Synthesis Mean Instance Area                                     8.758 um2
Post-synth top area share                                                0.4233
Largest cells by area after synthesis                              sky130_fd_sc_hd__dfrtp_1, sky130_fd_sc_hd__buf_4, sky130_fd_sc_hd__xor2_1, sky130_fd_sc_hd__a21oi_1, sky130_fd_sc_hd__inv_1
Library cell with the largest summed area after synthesis          sky130_fd_sc_hd__dfrtp_1
Portion of the post-synthesis area used by sequential elements           0.4233
Total standard cell area after synthesis                              236.5 um2
Mapped Cells                                                                 27
Yosys warns                                                                   2
Flip-flop and latch count after synthesis                                     4

POWER
-------------------------------------------------------------------------------
Switching power total                                                  56.34 uW
Leakage                                                            0.0001723 uW
Fraction of power spent switching nets                                   0.2570
Comb power frac                                                           0.595
Power density over cell area                                       570.6 nW/um2
Internal power                                                         162.8 uW
Portion of total power attributed to sequential cells                     0.405
Max rail drop VDD                                                     0.1550 mV
Part of the total power dissipated in the clock network                       0

PLACEMENT
-------------------------------------------------------------------------------
Final HPWL DP                                                          541.2 um
Quantity of I/O buffers inserted on ports                                    12
Dpl cell area                                                         376.6 um2
Routability Congestion                                                   0.8126

STA
-------------------------------------------------------------------------------
Highest attainable clock frequency                                     1075 MHz
Ratio of final minimum period to clock period                            0.9306
Max-slew violations                                                           0
Time the final worst path needs with I/O delays and setup              930.6 ps
Unrepaired setup endpoints after global routing                              no
Worst clock skew on the final layout                                       0 ps
Total setup violations reported at the end of the flow                        0
Worst Max-Slew Pin Slew                                                193.7 ps
Worst max-slew margin expressed relative to the limit                    0.8705
Final worst hold slack                                                 416.2 ps
Final Hold Violating Endpoints                                                0
Count of unclocked register or latch pins                                     3
Endpoints left unconstrained                                                  9

HOLD PATH
-------------------------------------------------------------------------------
Worst hold path class                                                  in2async

FINISH
-------------------------------------------------------------------------------
Most frequent logic cell in the layout                             sky130_fd_sc_hd__clkdlybuf4s50_1
Total of fill cells in the finished design                                  406
Finished Cell Area                                                    384.1 um2
Layout overhead on the synthesized area                                  62.43%
Final core utilization                                                   0.1125
Layout cell share with drive strength beyond 1                           0.1143

GLOBAL ROUTE
-------------------------------------------------------------------------------
GRT Resource Usage Total                                                0.01809
Remaining global-route overflow                                               0
Via count of the first global-routing pass                                  190
Initial antenna violation count                                               0
Maximum number of pins on one net before global-route repair                  6
Global-route wire length before repair                                   931 um

CLOCK TREE
-------------------------------------------------------------------------------
Number of buffers added to fix hold violations after cts                      0
CTS clk-pin slew, worst paths                                              0 ps
Insertion delay at the late pin of the worst-skew pair                     0 ps

DETAILED ROUTING
-------------------------------------------------------------------------------
Sum of routed wire length over all layers                                587 um
Remaining antenna violation count                                             0
DRC viols                                                                     0
Number of DRC markers after the initial detailed-route iteration              2
Number of iterations in the first detailed-routing pass                       2
DR vias/cell                                                              2.148
Vias                                                                        174
Wirelength per Cell                                                    7.247 um
Total antenna diodes in the routed design                                     0

WORST SETUP PATH
-------------------------------------------------------------------------------
Endpoint of the lowest-slack register-to-register path                    jk0.q
Critical Path Source                                                      jk0.q
Startpoint class of the critical path                                  register
Endpoint required time on the critical path                              800 ps
Reg-to-reg slack, setup                                                   90 ps
Data arrival time of the critical path                                   730 ps
Type of the setup path with the least slack                             reg2out
Nature of the critical path endpoint                                output port
Start of the worst register-to-register path                              jk0.q
Critical-path maximum fanout                                                  2
Worst Reg2Reg Path Length in Cells                                            4

FLOORPLAN
-------------------------------------------------------------------------------
Vertical die dimension                                                    80 um
Core outline area                                                      3416 um2
Top-level I/O count                                                          13
Die span in x                                                             80 um
Placement row count                                                          21
Pre-placement core utilization                                          0.06923
Floorplan die area                                                     6400 um2

RUN STATUS
-------------------------------------------------------------------------------
Status                                                             complete, no violations

FLOW RUN
-------------------------------------------------------------------------------
Number of maximum-capacitance constraint violations                           0
Count of warning messages emitted by the tools                               28

layout make-up:
type	count	area [um2]	area share
inverter	4	15.01	0.03909
timing repair buffer	16	150.1	0.3909
sequential	4	100.1	0.2606
multi-input combinational	11	61.31	0.1596
tap	46	57.56	0.1498
kinds of logic (layout without fill, tap and decap cells):
kind of cell | Yosys count | in the layout | synth area share
AOI/OAI and AO/OA | 4 | 4 | 0.08466
and+or+nand+nor | 4 | 4 | 0.06347
buffers and inverters | 12 | 20 | 0.3175
xor gates and xnor gates | 3 | 3 | 0.1111
DFF | 4 | 4 | 0.4233
power by group through the flow:
stage	registers (uW)	logic (uW)	clock network, uW
after CTS	89.9	135	0
after global routing	91.6	149	0
final	88.8	130	0
what timing repair did:
item / in CTS / in global routing
buffers inserted: 1 / 0
setup endpoints to repair: 2 / 1
gates resized: 2 / 1
synthesized netlist by cell type:
| library cell | count |
|---|---|
| sky130_fd_sc_hd__nor2_1 | 4 |
| sky130_fd_sc_hd__inv_1 | 4 |
| sky130_fd_sc_hd__a21oi_1 | 4 |
| sky130_fd_sc_hd__dfrtp_1 | 4 |
| sky130_fd_sc_hd__buf_4 | 8 |
| sky130_fd_sc_hd__xor2_1 | 3 |
flip-flops by register name (all words and copies together) (netlist names):
signal and cells:
jk0.q 1, genblk1.jk1.q 3
how the worst max path moves through the flow:
stage	end	slack (ps)	cells after the start
4_1_cts	jk0.q	10	3
6_report	q_bar[0]	70	3
5_1_grt	q_bar[0]	10	3
metrics by stage:
step	setup WS, ps	instances	setup TNS, ps	power [uW]
4_1_cts	13.71	81	0	224.4
5_1_grt	14.15	81	0	240.8
6_report	69.36	81	0	219.2
3_5_place_dp	-102.1	80	-139.5	222.3
2_1_floorplan	262.9	27	0	152.1
3_3_place_gp	-83.06	80	-126.0	221.4
critical path: stages, from the launching register on:
cell and delay, ps:
sky130_fd_sc_hd__dfrtp_1 360, sky130_fd_sc_hd__buf_4 140, sky130_fd_sc_hd__inv_1 40, sky130_fd_sc_hd__dlygate4sd2_1 190
per-layer routing:
metal | vias to the layer above | part of all wire | GRT usage
met5 | - | 0 | 0
met1 | 71 | 0.51 | 0.02603
met4 | 0 | 0 | 0
li1 | 92 | - | -
met3 | 0 | 0.21 | 0.01250
met2 | 11 | 0.28 | 0.02247
Power is estimated from default activity; no workload was simulated.
