### flow/config.mk
export PLATFORM = sky130hd
export DESIGN_NAME = seq_detector_1010
export DESIGN_NICKNAME = seq_detector_1010
export VERILOG_FILES = /design/flow/design.v
export SDC_FILE = /design/flow/constraint.sdc
export NUM_CORES = 4
export LEC_CHECK = 1
export CORE_AREA = 10 10 70 70
export DIE_AREA = 0 0 80 80
### flow/constraint.sdc
current_design seq_detector_1010

set clk_period 1.2
set clk_io_pct 0.2

create_clock -name clk0 -period $clk_period [get_ports {clk}]

set non_clock_inputs [all_inputs -no_clocks]
set_input_delay [expr $clk_period * $clk_io_pct] -clock clk0 $non_clock_inputs
set_output_delay [expr $clk_period * $clk_io_pct] -clock clk0 [all_outputs]
### flow/design.v
module seq_detector_1010(input bit clk, rst_n, x, output z);
parameter A = 4'h1;
parameter B = 4'h2;
parameter C = 4'h3;
parameter D = 4'h4;
bit [3:0] state, next_state;
always @(posedge clk or negedge rst_n) begin
if(!rst_n) begin
state <= A;
end
else state <= next_state;
end
always @(state or x) begin
case(state)
A: begin
if(x == 0) next_state = A;
else
next_state = B;
end
B: begin
if(x == 0) next_state = C;
else
next_state = B;
end
C: begin
if(x == 0) next_state = A;
else
next_state = D;
end
D: begin
if(x == 0) next_state = A;  
else
next_state = B;
end
default: next_state = A;
endcase
end
assign z = (state == D) && (x == 0)? 1:0;
endmodule
### flow/run.sh
#!/bin/bash
# OpenROAD 26Q1-2900-gdf79404cd8, Yosys 0.63+post, stock flow scripts
make -C /OpenROAD-flow-scripts/flow DESIGN_CONFIG=/design/flow/config.mk WORK_HOME=/design/flow/orfs finish
==> notes.md <==
yosys + openroad results -> number of synthesized flops with an enable pin=0, Highest Clock Rate=887 MHz, CTS tree=built, global-route congestion overflow total=0, largest registers ranked by flip-flop count=state (4), layout cells sized above 1=0.350, flip-flop and latch count after synthesis=4, Worst Path Arrival=0.89 ns, multiplexer share of the synthesized area=0, post-synthesis chip area from yosys=138 µm², number of hold violations in the final report=0, area share of the largest cell type after synthesis=0.545, Cell Chain, Critical Path=nor2b_1 -> clkdlybuf4s15_1, Required @ worst endpoint=between 0.9 and 1 ns, startpoint class of the critical path=flop, yosys cell count=10, I/O pin count=4, fin area=275 µm², Post-Synthesis Cell Area=138 µm², remaining number of nets flagged by the antenna check after routing=0, fin. max-slew vios=0, final critical path time including I/O delays and setup=1.13 ns, largest net degree at the start of global routing=5, number of levels the H-tree was split into=1, synth unique cells=7, leading register cell type out of synthesis=sky130_fd_sc_hd__dfrtp_1, yosys simple share=0.200, global-route wire length before repair=just under 600 µm, Pre-Place Util=0.0403, most area-hungry cell type in the Yosys netlist=sky130_fd_sc_hd__dfrtp_1, core footprint=3420 µm², peak per-stage delay on the critical path=0.36 ns, largest cells by area after synthesis=sky130_fd_sc_hd__dfrtp_1, sky130_fd_sc_hd__dfstp_2, sky130_fd_sc_hd__nor2b_1, min-delay worst type=in -> async, port bufs=3, max reg flops=4, number of setup violations in the final report=0, Tool Warnings=25, post-detail-place hpwl=250 µm, share of the yosys chip area belonging to registers=0.736, Total Power Consumption=0.000368 W, instance count after placement with tap cells included=between 60 and 70, Skew-Pair Late Insertion Delay=0.24 ns, most frequently used cell type in the post-synthesis netlist=sky130_fd_sc_hd__dfrtp_1, post-synthesis area per instance=13.8 µm², Worst Setup End Kind=output port, Max-Cap Viols=0, width of the die=~80 µm, Synth Warn #=1, die height=roughly 80 µm, average wire length per cell after detail routing=5.34 µm, number of CTS-inserted buffers=3, cell type of the slowest stage on the worst timing path=sky130_fd_sc_hd__dfrtp_1, synthesized-area fraction occupied by ao, oa, aoi and oai cells=0.0636, final weighted congestion of routability-driven global placement=0.663, async set-or-reset flop fraction in the synthesized netlist=1.00, final clock skew=0.00569 ns, result of the run=complete, no violations, Top logic family=simple AND/OR/NAND/NOR gates, clock root cell=sky130_fd_sc_hd__clkbuf_4, buffering stage count on the worst path with inverters included=1, Synth top cells by count=sky130_fd_sc_hd__dfrtp_1, sky130_fd_sc_hd__nor2b_1, largest register by flop count=state, RSZ-0062 raised after global routing=false, Slew headroom=0.879, GRT Resource Usage Total=0.0132, CP delay by family, top=flip-flops, Clock Pin Slew Worst Setup and Hold Paths=about 0.040 ns, initial detailed-routing violation count=21, total number of clock tree sinks=4, Post-Layout Cell Count=67, cells after synthesis=10, final critical-path share of the clock period=0.940, adder share=0, Max Root-Sink Buffers=2, xor/xnor share of the synthesized area=0, growth of design area from synthesis to finish=100%, Worst-Margin Slew=0.180 ns, leakage power total=0.109 nW, number of global-route vias before repair=~140, Crit Path Max Fanout=2, Crit Path Category=reg -> out, number of detailed-routing iterations run before antenna repair=2, residual DRC count=0, total vias in the final route=119, number of antenna violations at the first check in global routing=1, peak supply drop=about 200 µV, Power Density=~1300 nW/µm², vias per cell=1.78, dpl cell area=between 200 and 250 µm², chip area=approximately 6400 µm², FP Rows=21, WL final=358 µm
-- cell type report --
type / count / area, µm²
well taps: 46 / 57.6
flip-flops and latches: 4 / 101
clock buffers: 4 / 26.3
diodes: 1 / 2.50
repair buffers: 6 / 51.3
fillers: 405 / 3140
multi-input cells: 6 / 36.3
-- kinds of logic after synthesis --
kind of cell / Yosys count
simple gates: 5
flops: 4
compound gates: 1
-- final timing paths --
path,startpoint,to,slack (ns),depth (start not counted)
worst max register to register,state[1],state[2],0.21,3
worst min register to register,state[3],state[1],0.51,1
max in group asynchronous,rst_n,state[0],0.76,1
worst min-delay path,rst_n,state[2],0.20,1
min in group clk0,x,state[0],0.41,3
worst max-delay path,state[1],z,0.07,2
-- what timing repair did --
item | in CTS | in global routing
hold buffers | 0 | 0
setup endpoints to repair | 1 | 0
buffers inserted | 1 | 0
resized | 3 | 0
-- placed cells by master (no fill, tap or decap), types with 2 or more instances in the layout --
| cell | instances |
|---|---|
| sky130_fd_sc_hd__buf_4 | 3 |
| sky130_fd_sc_hd__dfrtp_1 | 3 |
| sky130_fd_sc_hd__nor2b_1 | 2 |
| sky130_fd_sc_hd__clkbuf_4 | 3 |
-- stage by stage --
| stage | setup TNS [ns] | worst slack (ns) | util | hold slack (ns) |
|---|---|---|---|---|
| floorplan | 0 | 0.454 | - | -0.0556 |
| global placement | -0.280 | -0.280 | 0.0703 | 0.446 |
| global route | 0 | 0.0274 | 0.0806 | 0.208 |
| detailed placement | -0.286 | -0.286 | 0.0703 | 0.453 |
| CTS | 0 | 0.0594 | 0.0799 | 0.196 |
| finish | 0 | 0.0720 | 0.0806 | 0.201 |
-- power breakdown --
group	internal [W]	switching [W]
logic	0.0000172	0.0000112
clock network	0.000125	0.0000609
registers	0.000148	0.00000561
total	0.000290	0.0000778
-- layer usage --
metal  part of all wire  global-route usage  up-vias  routed length (µm)
met5                  0                   0        -                   0
met4                  0             0.00352        0                   0
met3               0.22              0.0216        0                  78
met2               0.39              0.0161        8                 138
met1               0.39              0.0107       56                 141
li1                   -                   -       55                   -
Power figures rest on the tool's default switching activity, not on a simulated workload.
